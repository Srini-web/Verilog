### flow/config.mk
export PLATFORM = sky130hd
export DESIGN_NAME = widerreduc
export DESIGN_NICKNAME = widerreduc
export VERILOG_FILES = /design/flow/design.v
export SDC_FILE = /design/flow/constraint.sdc
export NUM_CORES = 4
export LEC_CHECK = 1
export CORE_UTILIZATION = 30
### flow/constraint.sdc
current_design widerreduc

set clk_period 4.6
set clk_io_pct 0.2

create_clock -name clk0 -period $clk_period

set non_clock_inputs [all_inputs -no_clocks]
set_input_delay [expr $clk_period * $clk_io_pct] -clock clk0 $non_clock_inputs
set_output_delay [expr $clk_period * $clk_io_pct] -clock clk0 [all_outputs]
### flow/design.v
module widerreduc( 
    input [99:0] in,
    output out_and,
    output out_or,
    output out_xor 
);
    always@(*)begin
        out_and=&in;
        out_or=|in;
        out_xor=^in;
    end
endmodule
### flow/run.sh
#!/bin/bash
# OpenROAD 26Q1-2900-gdf79404cd8, Yosys 0.63+post, stock flow scripts
make -C /OpenROAD-flow-scripts/flow DESIGN_CONFIG=/design/flow/config.mk WORK_HOME=/design/flow/orfs finish
==> flow_metrics.tcl <==
# place-and-route summary
set metrics [dict create \
    cts-hold-fix-buffers 0 \
    worstPathArrival_ps 3420 \
    grt_max_degree 3 \
    antennaDiodeCount 0 \
    fin_setup_tns_ps 0 \
    slew_headroom_pct 71.0 \
    crit_path_end_kind "output pin" \
    row_count 31 \
    io_pins 103 \
    timing.final.crit_share_pct 94.4 \
    power.switching_w 0.000178 \
    final_util_pct 47.1 \
    wire_per_inst_um 10.8 \
    ys_cells 283 \
    grt_antenna_before_repair 0 \
    grt_usage_pct 13.8 \
    globalplace.congestion 0.853 \
    ys_area_um2 2280 \
    slew_viol_final 0 \
    start_kind "input pin" \
    worstMarginPinSlew_ps 431 \
    cap_violations 0 \
    outcome "finished clean" \
    overflow 0 \
    required_ps 3680 \
    syn_area_um2 2280 \
    totalWireLength_um 5220 \
    vdd_ir_drop_max_mv 0.179 \
    die.size.y_um 89.2 \
    die_w_um 89.2 \
    lay_top_cells "103 x clkdlybuf4s50_1, 100 x inv_1, 100 x ha_1" \
    post_cts_buffers 0 \
    switching_share_pct 32.6 \
    setup_viol 0 \
    portBuffers 103 \
    clockPowerShare_pct 0 \
    power.leakage_nw 1.86 \
    intPower_w 0.000367 \
    p_comb_share_pct 100.0 \
    cts_resized 0 \
    ys_types 11 \
    route.vias.total 1941 \
    seqPwrFrac_pct 0 \
    dp_hpwl_um 5090 \
    max_freq_mhz 230 \
    postRouteAntennaNets 0 \
    path_class "in -> out" \
    chip_area_um2 7950 \
    powerDensity_nw_per_um2 159 \
    syn_to_final_growth_pct 50.7 \
    n_clock_buffer 0 \
    rsz0062_at_grt "no" \
    drtIter0Drc 20 \
    ff_latch_area_um2 0 \
    yosys.stat.seqShare_pct 0 \
    grt_pass1_wl_um 8260 \
    warnings 82 \
    syn_avg_cell_area_um2 8.06 \
    ys_warn_count 4 \
    fp_util_pct 31.3 \
    post_drt_via_cell_ratio 4.00 \
    core-area_um2 7290 \
    drcViolationCount 0 \
    drive_gt1_share_pct 0 \
    synthesis.instances 283 \
    nFillCells 721 \
    hold_violations 0 \
    hold_class "in -> out" \
    dr.pass1.iters 4 \
    ff_count 0 \
    layout_top_cell "clkdlybuf4s50_1" \
    grt_pass1_vias 1898 \
    fin_crit_ps 4340 \
    crit_fanout 2 \
]
## power groups by stage
stage | clock [W] | combinational (W) | sequential (W)
4_1_cts | 0 | 0.000559 | 0
5_1_grt | 0 | 0.000602 | 0
6_report | 0 | 0.000545 | 0
## synthesized netlist by cell type (all sizes together)
cell,n,area [um^2]
ha,100,1250
inv,100,375
xnor2,40,350
nand4,25,156
xor2,5,43.8
nor4,4,25.0
nand2,3,11.3
nor3,2,10.0
xnor3,2,45.0
nor2,1,3.75
or4,1,7.51
## worst paths after layout
| check | startpoint | end | slack (ps) | cells past startpoint |
|---|---|---|---|---|
| max | in[94] | out_xor | 260 | 9 |
| min | in[25] | out_and | 2950 | 5 |
## worst max-delay path, cell delays in order
cell and delay (ps):
clkdlybuf4s50_1 480, inv_1 50, ha_1 290, xor2_1 170
xnor2_1 300, xnor2_1 180, xnor3_1 340, xnor3_1 230
clkdlybuf4s50_1 470
## logic make-up (layout without fill, tap and decap cells)
kind of cell  after synthesis  in the layout  share of synthesized area, %
fa+ha+maj                 100            100                          54.9
buf+inv                   100            203                          16.5
xor+xnor                   47             47                          19.3
simple gates               36             36                          9.39
## area by class of cell
type	instances	area (um^2)	share of cell area, %
Tap cell	99	124	3.61
Timing Repair Buffer	103	1030	30.0
Inverter	100	375	10.9
Multi-Input combinational cell	183	1900	55.4
## routing by layer
| metal | share of wire [%] | global-route usage (%) | wire, um |
|---|---|---|---|
| met3 | 7.6 | 1.69 | 396 |
| met2 | 48 | 26.1 | 2500 |
| met5 | 0 | 0 | 0 |
| met4 | 0 | 0 | 0 |
| met1 | 45 | 17.9 | 2320 |
## per-stage QoR
step	std cells	hold slack (ps)	total power, W	setup WS (ps)	area [um^2]
CTS	485	2970	0.000559	226	3430
finish	485	2950	0.000545	256	3430
global placement	485	2970	0.000553	238	3430
detailed placement	485	2960	0.000556	228	3430
floorplan	283	2070	0.000307	1420	2280
global route	485	3010	0.000602	107	3430
No activity file was given, so power comes from the tool's default toggle rates.
