File: flow/config.mk
export PLATFORM = sky130hd
export DESIGN_NAME = vec5
export DESIGN_NICKNAME = vec5
export VERILOG_FILES = /design/flow/design.v
export SDC_FILE = /design/flow/constraint.sdc
export NUM_CORES = 4
export LEC_CHECK = 1
export CORE_AREA = 10 10 70 70
export DIE_AREA = 0 0 80 80
File: flow/design.v
module vec5 (
    input a, b, c, d, e,
    output [24:0] out ); 
    wire [24:0] w1;
    wire [24:0] w2;
    assign w1= {{5{a}},{5{b}},{5{c}},{5{d}},{5{e}}};
    assign w2= {{5{a,b,c,d,e}}};
    assign out= ~w1^w2;
endmodule
File: flow/constraint.sdc
current_design vec5

set clk_period 1.0
set clk_io_pct 0.2

create_clock -name clk0 -period $clk_period

set non_clock_inputs [all_inputs -no_clocks]
set_input_delay [expr $clk_period * $clk_io_pct] -clock clk0 $non_clock_inputs
set_output_delay [expr $clk_period * $clk_io_pct] -clock clk0 [all_outputs]
File: flow/run.sh
#!/bin/bash
# OpenROAD 26Q1-2900-gdf79404cd8, Yosys 0.63+post, stock flow scripts
make -C /OpenROAD-flow-scripts/flow DESIGN_CONFIG=/design/flow/config.mk WORK_HOME=/design/flow/orfs finish
==> impl.org <==
* Flow results

** Placement
- The count of buffers added on input and output ports is 25.
- Instance area at placement :: 414 µm²
- Place WS :: -791 ps
- HPWL after detailed placement :: 777 µm
- RePlAce ended its routability-driven mode at a weighted congestion of 0.629.

** Synthesis
- Mux cell area share :: 0
- After synthesis, the design contains 31 cells according to Yosys.
- In the post-synthesis netlist, the cell with the most instances is sky130_fd_sc_hd__buf_4.
- By area the synthesized netlist is led by sky130_fd_sc_hd__buf_4 47%, sky130_fd_sc_hd__xnor2_1 34%, sky130_fd_sc_hd__buf_6 18%.
- During synthesis, Yosys emitted a total of 0 warnings.
- Largest family of logic cells by area :: buffers and inverters
- Per the synthesis report, the adder-cell share of the synthesized area is 0.
- Post-synthesis sequential area ratio :: 0
- Cell Area, Synth :: between 200 and 300 µm²
- Fraction of synthesized cell area in xor and xnor cells :: 0.341
- Number of cells produced by synthesis :: 31
- Library cell occupying the most area in the post-synthesis netlist :: sky130_fd_sc_hd__buf_4
- Number of distinct library cell variants in the gate-level netlist after synthesis :: 4
- In this run, the synthesized area fraction spent on AND-OR/OR-AND gates is recorded as 0.
- The synthesized netlist has a Yosys-reported chip area of around 260 µm².
- Counting instances in the post-synthesis netlist gives the leading cell types as 16 x sky130_fd_sc_hd__buf_4, 10 x sky130_fd_sc_hd__xnor2_1, 4 x sky130_fd_sc_hd__buf_6, 1 x sky130_fd_sc_hd__conb_1.
- Of the total synthesized cell area, the portion taken by AND, OR, NAND and NOR gates is 0.
- The area fraction of the largest cell type after synthesis is 0.468.
- Mean instance size in the synthesized netlist :: 8.27 µm²

** Floorplanning
- In the floorplan report the effective utilization is 0.0751.
- From left edge to right edge, the die measures 80 µm.
- The overall die size recorded for this design is approximately 6400 µm².
- Number of primary I/O pins :: 30
- Number of cell rows :: 21
- The core region is 3420 µm².
- Die Span Y :: 80 µm

** Worst hold path
- According to the hold report, the worst path is of the input port to primary output type.
- Hold Path Stages :: 3
- For the worst min-delay path, the startpoint reported by OpenROAD is c.

** Timing
- The worst path meets setup with 54.9 ps of slack.
- Fin. Hold Viols :: 0
- Per the finish-stage timing summary, setup violations number 0.
- Post-layout period usage of the worst path :: 0.945
- Fin Setup TNS :: 0 ps
- Number of max-slew violations in the final report :: 0
- Setup repair after global routing missed its margin :: false
- Timing would allow up to 1060 MHz.
- Minimum period implied by the final worst setup slack :: 945 ps

** Global route
- Number of antenna violations at the first check in global routing :: 0
- After global routing the overflow that remains totals 0.
- Largest net degree at the start of global routing :: 5
- The first global-routing pass estimated 1230 µm of wire.
- Across every metal layer, demand over resource in global routing totals 0.0238.
- The via count of the first global-routing pass came to 233.

** Pwr
- The leakage power in the latest report is 0.228 nW.
- Total power for the finished layout comes to about 0.22 mW.
- The script computed a power per unit cell area of 452 nW/µm².
- Maximum vdd ir drop :: 106 µV

** Worst setup path
- Critical path data required time :: 800 ps
- The setup path with the least slack is of type input port to primary output.
- Launching element type of the critical path :: input port
- In this run the worst setup path begins at b.
- Crit path DAT :: 750 ps
- STA classifies the critical path endpoint as a primary output.
- In this run the worst path has a maximum fanout of 4.

** Detailed routing
- Detail Route Antenna Nets :: 0
- DR vias :: 188
- Ant. Diodes :: 0
- Number of iterations in the first detailed-routing pass :: 1
- 1st-iter DRT viols :: 0
- Per the detail_route report, vias per standard cell equal 2.19.
- The routed design has 849 µm of wire.
- TritonRoute output was used to compute an average wire per cell of ~9.9 µm.
- The routed layout reports a DRC error count of 0.

** Run
- Max-cap check violation count :: 0
- The stage logs contain a warning count of 32.

** Finish
- Clkbuf count :: 0
- Fill cells in the final layout number 395.
- Proportion of layout cells with a drive suffix above 1 :: 0.375
- Summing all flip-flop and latch instances after layout gives 0 µm².
- Count of flip-flops and latches :: 0
- After routing the design area is 479 µm².
- Area delta synth->final :: 86.8%
- Post-Route Utilization :: 0.140

** Status
- Result of the run :: finished clean

** Clock network
- Post-CTS Hold Buffers :: 0
==> layout make-up <==
cell class | count | area, µm² | share of cell area
Multi-Input combinational cell | 15 | 193 | 0.402
Tap cell | 46 | 57.6 | 0.120
Timing Repair Buffer | 25 | 229 | 0.478
==> critical path: stages <==
cell,delay (ps)
sky130_fd_sc_hd__buf_4,150
sky130_fd_sc_hd__xnor2_2,170
sky130_fd_sc_hd__dlygate4sd2_1,220
==> final timing paths <==
path | to | slack [ps]
setup / recovery | out[19] | 50
hold / removal | out[2] | 760
==> layout by cell type (no fill, tap or decap) <==
cell,Yosys,layout
sky130_fd_sc_hd__buf_4,16,2
sky130_fd_sc_hd__buf_6,4,2
sky130_fd_sc_hd__buf_8,0,1
sky130_fd_sc_hd__clkdlybuf4s15_1,0,1
sky130_fd_sc_hd__conb_1,1,5
sky130_fd_sc_hd__dlygate4sd2_1,0,19
sky130_fd_sc_hd__xnor2_2,0,9
sky130_fd_sc_hd__xnor2_4,0,1
==> repair_timing <==
action                                  in CTS  in global routing
buffers inserted                             1                  0
pin swaps                                   10                  1
gates resized                               66                  0
endpoints found under the setup margin      20                  1
cloned                                       0                  0
==> routing by layer <==
layer | GRT usage | up-vias | wire [µm]
met2 | 0.0353 | 19 | 342
met4 | 0 | 0 | 0
li1 | - | 87 | -
met5 | 0 | - | 0
met1 | 0.0319 | 82 | 357
met3 | 0.0125 | 0 | 149
==> kinds of logic (layout without fill, tap and decap cells) <==
kind of cell | count (synthesis) | after routing
buffers and inverters | 20 | 25
other | 1 | 5
xor gates and xnor gates | 10 | 10
==> metrics by stage <==
stage	hold WS [ps]	instances
global route	792	86
global placement	1510	86
CTS	828	87
detailed placement	1510	86
finish	764	86
floorplan	541	35
==> power by group <==
part / switching, mW / total, mW / internal, mW / leakage, nW
Clock: 0 / 0 / 0 / 0
Sequential: 0 / 0 / 0 / 0
Combinational: 0.0668 / 0.216 / 0.150 / 0.228
No activity file was given, so power comes from the tool's default toggle rates.
